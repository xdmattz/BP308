<file path="design/flow/config.mk">
export PLATFORM = sky130hd
export DESIGN_NAME = Latch_SR_N
export DESIGN_NICKNAME = Latch_SR_N
export VERILOG_FILES = /design/flow/design.v
export SDC_FILE = /design/flow/constraint.sdc
export NUM_CORES = 4
export LEC_CHECK = 1
export CORE_AREA = 10 10 85 85
export DIE_AREA = 0 0 95 95
</file>
<file path="design/flow/run.sh">
#!/bin/bash
# OpenROAD 26Q1-2900-gdf79404cd8, Yosys 0.63+post, stock flow scripts
make -C /OpenROAD-flow-scripts/flow DESIGN_CONFIG=/design/flow/config.mk WORK_HOME=/design/flow/orfs finish
</file>
<file path="design/flow/constraint.sdc">
current_design Latch_SR_N

set clk_period 1.1
set clk_io_pct 0.2

create_clock -name clk0 -period $clk_period [get_ports {clk}]

set non_clock_inputs [all_inputs -no_clocks]
set_input_delay [expr $clk_period * $clk_io_pct] -clock clk0 $non_clock_inputs
set_output_delay [expr $clk_period * $clk_io_pct] -clock clk0 [all_outputs]
</file>
<file path="design/flow/design.v">
module Latch_SR_N #(parameter N=16)
(
	input clk,
	input clr,
	input [N-1:0] p_in,
	input shift,
	input load,
	input s_in,
	output s_out
);
	reg [N-1:0] ff;
	assign s_out = ff[0];
	always @(posedge clk)
	begin
		if(clr)
		begin
			ff <= 0;
		end
		else if(load)
		begin
			ff <= p_in;
		end
		else if(shift)
		begin
			ff <= {s_in, ff[N-1:1]};
		end
	end
endmodule
</file>
==> flow_metrics.rpt <==
=== SYNTHESIS / PLACE & ROUTE SUMMARY ===
----------------------------------------------------
[Pwr]
  Maximum VDD drop ........................ 0.000408 V
  PwrDens ........................ 1110 mW/mm^2
  Pleak ........................ 0.457 nW
  Power after layout ........................ 1.35 mW

[Die]
  Core Util at FP ........................ 14.7%
  Die Span Y ........................ 95 um
  Area enclosed by the die boundary ........................ 0.00903 mm^2
  Rows ........................ 27
  DIE WIDTH ........................ 95 um
  CORE AREA ........................ 0.00547 mm^2
  I/O pins ........................ 22

[Setup path]
  Crit path DAT ........................ 1.18 ns
  Worst reg2reg path depth ........................ 2
  Register-to-Register Setup Slack ........................ 0.38 ns
  Setup crit end ........................ ff[4]
  Endpoint kind of the worst setup timing path ........................ register
  Worst r2r src ........................ ff[15]
  Startpoint class of the critical path ........................ input pin
  Critical path peak fanout ........................ 12
  Crit path required time ........................ 1.23 ns
  Capturing point of the worst reg2reg path ........................ ff[14]
  Critical Path Start ........................ load
  Worst setup path category ........................ input pin to register

[Place]
  Total placed cells including tap cells ........................ 163
  Final estimated routing congestion in global placement ........................ 0.745
  Sum of net half-perimeters after detailed placement ........................ 1370 um
  Port buffer count ........................ 21

[STA]
  Final setup vio count ........................ 0
  Layout Skew ........................ 0.00315 ns
  Min Clock Period, post-route ........................ 1.04 ns
  Worst slew margin ........................ 87.7%
  Max Fclk ........................ 957 MHz
  Unrepaired setup endpoints after global routing ........................ false
  Number of pins with negative max-slew slack in the final report ........................ 0
  Final Cycle Share ........................ 94.9%
  Total count of hold-check failures in the final report ........................ 0
  Worst-Margin Slew ........................ 0.179 ns

[Drt]
  Final antenna diode count ........................ 0
  Average detailed-routed wire length per instance ........................ 11.5 um
  Via-to-Cell Ratio ........................ 3.53
  Final antenna-violating net count ........................ 0
  Via count ........................ 589
  Initial detailed-routing violation count ........................ 26
  Count of unresolved DRC violations after routing ........................ 0
  Number of detailed-route iterations in the first pass ........................ 4
  Final wirelength ........................ 1920 um

[Yosys]
  Count of instantiated cells in the yosys netlist ........................ 71
  Mapped Area ........................ 806 um^2
  Top cells by count ........................ dfxtp_1, mux2i_1, nor2b_1
  Share of synthesized registers carrying an async set or reset ........................ 0%
  Warnings from Yosys ........................ 1
  Synthesized chip area reported by yosys ........................ 806 um^2
  Most area-consuming cells after synthesis ........................ dfxtp_1, mux2i_1, a211oi_2, nor2b_1, a211oi_1
  Most frequently used flop master after synthesis ........................ dfxtp_1
  Count of flip-flops with a built-in enable after synthesis ........................ 0
  Share of the yosys chip area belonging to registers ........................ 39.8%
  Share of Yosys cell area claimed by the top area cell type ........................ 39.8%
  Post-synthesis cell type with the largest combined area ........................ dfxtp_1
  Count of cell types in the netlist ........................ 12
  Synthesized flop and latch total ........................ 16
  Cell count after synthesis ........................ 71
  Post-synthesis area per instance ........................ 11.3 um^2

[Clock network]
  Clock sink total ........................ 16
  Number of setup buffers added after CTS ........................ 0
  Number of buffers created by CTS ........................ 3
  Library cell used as clock root buffer ........................ clkbuf_8
  Depth of the CTS H-tree ........................ 1
  Clock tree from TritonCTS ........................ done
  Clock input transition at the sequential cells of the worst setup and hold paths ........................ 0.06 ns
  Insertion delay of the later-clocked pin in the worst-skew pair ........................ 0.24 ns
  Worst-case clock buffer depth ........................ 2

[Layout]
  Cell Count, Final, Fillers Out ........................ 167
  Final Core Density ........................ 22.3%
  Synth-to-Final Area Change ........................ 51.6%
  Top reg by flops ........................ ff
  Logic area ........................ 449 um^2
  Regs by FF count ........................ ff x16
  FF+latch area ........................ 322 um^2
  Flip-flop count of the largest register, all copies and words added ........................ 16
  Share of final-layout standard cells stronger than drive strength 1 ........................ 25.3%
  Filler cell count ........................ 610

[Global routing]
  Number of global-route vias before repair ........................ 630
  First-pass GRT wire length ........................ 3150 um
  Initial antenna violation count ........................ 0
  Largest net degree at the start of global routing ........................ 17
  Remaining global-route overflow ........................ 0
  GR Util All Layers ........................ 4.37%

[Run status]
  Result of the run ........................ finished, final reports clean

[Job]
  Tool warning count ........................ 25
  Max-cap violations ........................ 0

[Hold path]
  Type of the tightest min-delay check ........................ register to register

----------------------------------------------------
[placed cells by master, fill, tap and decap left out, drive strengths merged]
master / instances
clkdlybuf4s50: 19
nor2b: 16
mux2i: 16
dfxtp: 16
a211oi: 16
buf: 5
clkbuf: 3
dlygate4sd2: 2
inv: 1
bufbuf: 1
[worst min path at each step]
stage / start / endpoint / slack (ns) / cells past startpoint
6_report: ff[0] / ff[0] / 0.55 / 2
5_1_grt: ff[0] / ff[0] / 0.60 / 2
4_1_cts: ff[0] / ff[0] / 0.55 / 2
[cells by family after synthesis]
group | after synthesis | share of synthesized area, %
flip-flops | 16 | 39.8
multiplexers | 16 | 19.9
AND-OR/OR-AND | 16 | 21.1
buffers and inverters | 7 | 6.83
AND/OR/NAND/NOR | 16 | 12.4
[worst max-delay path: stages]
cell,delay (ns)
clkdlybuf4s50_1,0.51
buf_4,0.18
nor2b_1,0.20
a211oi_2,0.06
[report_power, final]
part           internal, mW  switching [mW]  total [mW]
logic                 0.178           0.106       0.284
clock network         0.242           0.178       0.420
registers             0.624          0.0218       0.646
total                  1.04           0.306        1.35
[repair_timing]
item / CTS / global route
setup endpoints to repair: 2 / 3
hold buffers: 0 / 0
gates resized: 4 / 3
cloned: 1 / 0
pin swaps: 0 / 0
[metrics by stage]
step,setup WS [ns],setup TNS [ns],hold WS [ns],cell area [um^2]
global route,0.00522,0,0.596,1220
global placement,-0.253,-3.68,0.544,1130
floorplan,0.220,0,0.411,806
detailed placement,-0.265,-3.71,0.539,1130
CTS,0.0307,0,0.552,1210
finish,0.0556,0,0.551,1220
[layer usage]
| layer | GRT usage, % | vias up | part of all wire [%] |
|---|---|---|---|
| met4 | 0.249 | 0 | 0.62 |
| li1 | - | 306 | - |
| met1 | 6.46 | 267 | 49 |
| met5 | 0 | - | 0 |
| met2 | 5.66 | 14 | 41 |
| met3 | 2.40 | 2 | 9.3 |
[area by class of cell]
class	instances	share of cell area, %
flip-flops and latches	16	26.3
multi-input cells	48	36.8
clock buffers	3	3.38
repair buffers	27	25.8
well taps	72	7.38
inverters	1	0.307
Power is estimated from default activity; no workload was simulated.
