==> design/flow/design.v <==
module SR_24_out
(
	input clk,	
	input clr,
	input sclk,
	input rclk,
	input ser_in,
	output reg [23:0] dig_out
);
reg [23:0] ff;
always @(posedge clk)
	if (clr)
	begin
		ff <= 24'b0;
		dig_out <= 24'b0;
	end 
	else if (sclk)
	begin
		ff <= {ff[22:0], ser_in};	 
	end
	else if (rclk)
	begin
		dig_out <= ff;
	end
endmodule
==> design/flow/run.sh <==
#!/bin/bash
# OpenROAD 26Q1-2900-gdf79404cd8, Yosys 0.63+post, stock flow scripts
make -C /OpenROAD-flow-scripts/flow DESIGN_CONFIG=/design/flow/config.mk WORK_HOME=/design/flow/orfs finish
==> design/flow/config.mk <==
export PLATFORM = sky130hd
export DESIGN_NAME = SR_24_out
export DESIGN_NICKNAME = SR_24_out
export VERILOG_FILES = /design/flow/design.v
export SDC_FILE = /design/flow/constraint.sdc
export NUM_CORES = 4
export LEC_CHECK = 1
export CORE_UTILIZATION = 40
==> design/flow/constraint.sdc <==
current_design SR_24_out

set clk_period 1.3
set clk_io_pct 0.2

create_clock -name clk0 -period $clk_period [get_ports {clk}]

set non_clock_inputs [all_inputs -no_clocks]
set_input_delay [expr $clk_period * $clk_io_pct] -clock clk0 $non_clock_inputs
set_output_delay [expr $clk_period * $clk_io_pct] -clock clk0 [all_outputs]
==> reports/metrics.json <==
{
  "status": {
    "outcome": "finished, final reports clean"
  },
  "critical_path": {
    "setup.worst_path.start_class": "flop",
    "setup.worst_path.end_class": "primary output",
    "worst_path_max_fanout": 2,
    "critPathArrivalTime_ns": 0.86,
    "slowest_cell_on_the_critical_path": "dfxtp_2",
    "cpLargestDelayFamily": "flip-flops",
    "cp_data_required_time_ns": 1.04,
    "worst-setup-path-type": "reg -> out",
    "setup.reg_to_reg.worst_slack_ns": 0.63,
    "critical_path.max_stage_delay_ns": 0.33,
    "path_cells": "dlygate4sd2_1",
    "cp.buffers_inverters": 1
  },
  "synth": {
    "synth.cellmix.adderShare": 0,
    "ys_warn_count": 1,
    "numSynthFlops": 48,
    "synthCells": 186,
    "synth_stat.cells": 186,
    "synth_cell_types": 12,
    "synth.logic.top_family": "simple AND/OR/NAND/NOR gates",
    "synthXorXnorAreaFrac": 0,
    "netlist_area_um2": 1974,
    "synth.yosys.chip_area_um2": 1974,
    "top_area_frac": 0.4867,
    "synth.cellmix.simpleShare": 0.2636,
    "post_synth_mux_area_share": 0.1217,
    "compound_area_frac": 0.06084,
    "yosysSeqAreaShare": 0.4867,
    "ys_top_cells_by_area": "dfxtp_1, nand4bb_1, mux2i_1, nand2b_1, o21ai_1",
    "syn_avg_cell_area_um2": 10.62,
    "synthDominantAreaCellType": "dfxtp_1"
  },
  "detailed_routing": {
    "remaining_drc_errors": 0,
    "wl_per_cell_um": 11.71,
    "via_count": 1371,
    "drt.antenna.violating_nets": 0,
    "drt_first_pass_iters": 4,
    "drt_total_wl_um": 3348,
    "met3_length_um": 142,
    "dr.max_layer_used": "met4",
    "detail_route.iter0.violations": 78,
    "routedLengthMet1_um": 1670,
    "wl_met2_um": 1492,
    "route.antenna.diode_count": 0,
    "route.detailed.vias_per_inst": 4.794
  },
  "clock_network": {
    "clockRootBuffer": "clkbuf_8",
    "clkSlewWorstSetupHoldPaths_ns": 0.09,
    "cts_tree": "built",
    "clock_tree.htree_level_count": 2,
    "clock.latency.late_pin_ns": 0.30,
    "cts_hold_repair.buffers": 0,
    "clk_path_buf_depth": 2,
    "cts_inserted_buffers": 5,
    "tritoncts_num_sinks": 48
  },
  "grt": {
    "grt_start_max_net_pins": 73,
    "antenna_violations_before_repair": 0,
    "grt_use_total": 0.1449,
    "number_of_global_route_vias_before_repair": 1316,
    "grt.overflow.total": 0,
    "wire_length_of_the_first_global_routing_pass_um": 5961
  },
  "job": {
    "max_cap_violations": 0,
    "openroad.warnings": 25
  },
  "final_layout": {
    "layout-drive-gt1-share": 0.2237,
    "syn_to_final_growth_pct": 24.08,
    "stdcell_area_um2": 2450
  },
  "final_timing": {
    "fin_crit_sh": 0.8606,
    "setup_total_negative_slack_ns": 0,
    "final-hold-violation-count": 0,
    "timing.max_slew.rel_slack": 0.7986,
    "worst_slew_pin_slew_ns": 0.3021,
    "finalWorstPathRequiredPeriod_ns": 1.119,
    "finalSetupViolCount": 0,
    "final.setup.worst_slack_ns": 0.1812,
    "maximum_frequency_from_static_timing_analysis_mhz": 893.8,
    "finalMaxSlewViolations": 0,
    "rsz0062_at_grt": "no",
    "skew_ns": 0.006578
  },
  "place": {
    "routabilityCongestion": 0.7394,
    "buffer_ports.inserted": 28,
    "placedInstanceArea_um2": 2278,
    "place_hpwl_um": 1996,
    "dp_worst_setup_slack_ns": -0.02049
  },
  "floorplan": {
    "die-area_um2": 5221,
    "die_height_um": 72.26,
    "die_w_um": 72.26,
    "design.core.area_um2": 4723,
    "pin_count": 29,
    "rows": 25,
    "floorplanUtilization": 0.4180
  },
  "power": {
    "vdd_drop_max_mv": 0.7669,
    "power.total_mw": 2.699,
    "power_density_nw_per_um2": 1102,
    "leakage_nw": 1.043
  },
  "hold_path": {
    "hold_path.class": "in -> reg"
  }
}
==> cell usage in the layout, fill, tap and decap left out <==
cell type	netlist	routed
clkbuf_8	0	5
and2b_4	1	1
clkinvlp_4	0	1
clkinv_2	0	1
clkdlybuf4s50_1	0	2
nand4bb_1	24	24
buf_4	0	11
bufinv_16	0	1
nand2b_1	24	24
dfxtp_2	0	24
dlygate4sd2_1	0	24
mux2i_1	24	24
dfxtp_1	48	24
nor2_1	24	24
buf_12	2	3
buf_2	7	2
o21ai_1	24	24
==> cells in the mapped netlist <==
cell and n:
and2b_4 1, buf_12 2, buf_2 7, buf_6 3
clkbuf_1 4, dfxtp_1 48, dlygate4sd1_1 1, mux2i_1 24
nand2b_1 24, nand4bb_1 24, nor2_1 24, o21ai_1 24
==> timing repair <==
action                     CTS  global route
resized                     48             0
setup buffers                8             0
setup endpoints to repair   24             0
==> tightest hold or removal path: stages <==
cell and delay, ns:
buf_2 0.11, buf_12 0.18, nor2_1 0.11
==> sequential cells by signal (all words and copies together) (netlist names) <==
register,flops
ff,24
dig_out,24
==> per-layer routing <==
layer,vias up,global-route usage
met3,4,0.04085
met1,636,0.2079
met4,0,0.01961
met5,-,0
li1,714,-
met2,17,0.2316
==> kinds of logic after synthesis <==
kind of cell,Yosys count
AOI/OAI and AO/OA,24
buffers and inverters,17
DFF,48
muxes,24
and+or+nand+nor,73
==> per-stage QoR <==
step	hold slack [ns]	util	cells
floorplan	0.4072	-	186
global placement	0.4525	0.4824	270
detailed placement	0.4550	0.4824	270
CTS	0.3966	0.5187	286
global route	0.3994	0.5187	286
finish	0.4007	0.5187	286
==> cell type report <==
cell class | count | area (µm²)
clock buffers | 5 | 68.82
well taps | 67 | 83.83
repair buffers | 42 | 382.9
multi-input cells | 121 | 880.8
flip-flops and latches | 48 | 991.0
fillers | 408 | 2273
clock inverters | 3 | 42.54
==> path summary, 6_finish.rpt <==
check,startpoint,cells past startpoint,end
setup / recovery,dig_out[10],1,dig_out[10]
hold / removal,clr,3,ff[10]
hold reg to reg,dig_out[7],2,dig_out[7]
setup reg to reg,dig_out[0],3,dig_out[0]
==> power breakdown <==
part / internal (mW) / leakage, nW / switching (mW) / total (mW)
Combinational: 0.0876 / 0.590 / 0.0829 / 0.170
Sequential: 1.47 / 0.399 / 0.00327 / 1.48
Clock: 0.569 / 0.0541 / 0.484 / 1.05
Power figures rest on the tool's default switching activity, not on a simulated workload.
