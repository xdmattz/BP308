==> /design/flow/design.v <==
module SR_Latch_N #(parameter N=8)
(
  input clk,
  input clr,
  input sclk,
  input rclk,
  input ser_in,
  output reg [N-1:0] par_out
  );
  reg [N-1:0] ff;
  assign test_out = rclk;
  always @(posedge clk)
    begin
      if (clr)
        begin
          	ff <= 0;	 
			par_out <= 0; 
        end else if (sclk)
        begin
		  ff <= {ser_in, ff[N-1:1]};	 
        end else if (rclk)
        begin
             par_out <= ff;
        end
    end
endmodule
==> /design/flow/run.sh <==
#!/bin/bash
# OpenROAD 26Q1-2900-gdf79404cd8, Yosys 0.63+post, stock flow scripts
make -C /OpenROAD-flow-scripts/flow DESIGN_CONFIG=/design/flow/config.mk WORK_HOME=/design/flow/orfs finish
==> /design/flow/config.mk <==
export PLATFORM = sky130hd
export DESIGN_NAME = SR_Latch_N
export DESIGN_NICKNAME = SR_Latch_N
export VERILOG_FILES = /design/flow/design.v
export SDC_FILE = /design/flow/constraint.sdc
export NUM_CORES = 4
export LEC_CHECK = 1
export CORE_AREA = 10 10 84 84
export DIE_AREA = 0 0 94 94
==> /design/flow/constraint.sdc <==
current_design SR_Latch_N

set clk_period 1.5
set clk_io_pct 0.2

create_clock -name clk0 -period $clk_period [get_ports {clk}]

set non_clock_inputs [all_inputs -no_clocks]
set_input_delay [expr $clk_period * $clk_io_pct] -clock clk0 $non_clock_inputs
set_output_delay [expr $clk_period * $clk_io_pct] -clock clk0 [all_outputs]
==> Slide: Implementation Results <==
Key Metrics from the Run

Setup path
  – R2R cell count: 2
  – Reg2Reg Launch Point: ff[5]$_SDFFE_PP0P_
  – Crit. End Element: primary output
  – Crit path largest cell delay: 0.48 ns
  – Kind of critical path: reg2out
  – R2R setup slack: 0.88 ns
  – Slowest CP cell: clkdlybuf4s50_1
  – Worst Path Max Fanout: 2
  – Crit path launch type: flop
  – Delay-heaviest family, CP: buffers and inverters
  – Worst path bufs/invs: 1
  – Worst r2r dst: ff[4]$_SDFFE_PP0P_
  – Data required time at the worst endpoint: 1.20 ns
  – Setup crit end: par_out[7]
  – CP Depth: 1
  – Worst Setup SP: par_out[7]$_SDFFE_PP0P_
  – Cells along the critical path: clkdlybuf4s50_1
  – Data arrival time of the critical path: 1.05 ns

Synthesis
  – Seq share, synth: 0.497
  – Flops after synth: 16
  – Cell accounting for the most synthesized area: dfxtp_1
  – YS warnings: 2
  – Mapped Area: 644 sq um
  – Biggest area cells: dfxtp_1, nand4bb_1, mux2i_1
  – AND-OR/OR-AND share of the synthesized area: 0.0621
  – Post-synthesis cell count: 60
  – Basic Gates by Area: 0.285
  – Main logic family: simple AND/OR/NAND/NOR gates
  – Post-synth cell types: 10
  – Ys cells: 60
  – Adder Share, Synth: 0
  – Post-synth top area share: 0.497
  – Yosys xor share: 0
  – YS chip area: 644 sq um
  – Avg Synthesized Cell Area: 10.7 sq um
  – Post-synth mux share: 0.124

Cells and area
  – Most numerous logic cells after layout: dfxtp_1, clkdlybuf4s50_1
  – Commonest Layout Cell: dfxtp_1
  – Finished Layout Cells: 145
  – Syn-to-layout area delta: 42.9%
  – Share of cells above drive strength 1: 0.0933
  – Final core occ: 0.177
  – Post-route cell area: 921 sq um

Clock network
  – Hold_buf cts: 0
  – H-tree depth: 1
  – Total CTS buffers: 3
  – Clock root buffer master: clkbuf_8
  – Clk sinks: 16
  – Clock latency (worst-skew pair): 0.24 ns
  – Max Buffers Root-to-Sink: 2
  – CTS tree: done
  – Clock slew at reported path FFs: 0.06 ns
  – Cts repair resizes: 0
  – # Post-CTS Setup Buffers: 0

Power
  – PwrDens: 881 nW/um^2
  – Overall Power: 0.812 mW
  – Pleak: 0.321 nW
  – Worst vdd ir: 0.248 mV

GRT
  – Overflow left after global routing: 0
  – Largest net degree at the start of global routing: 25
  – Antenna violations before repair: 0
  – First-pass GRT wire length: 2190 um
  – Vias in the first global route: 449
  – Total track usage: 0.0303

Routing
  – Antenna cells: 0
  – Top layer in use: met4
  – DRT Pass-1 Iters: 4
  – Vias per cell: 3.23
  – Drt drc: 0
  – Final WL: 1290 um
  – Remaining antenna violation count: 0
  – DR iter-0 viols: 33
  – Routed met3 length: 99 um
  – Via count: 469
  – Metal-1 WL: 623 um
  – Routed length per instance: 8.92 um
  – Met2 wire length: 552 um

Floorplan
  – Core ar.: 5200 sq um
  – Row count: 26
  – Die area: 8840 sq um
  – Die H: 94 um
  – Pre-Place Util: 0.124
  – I/O Pins: 13
  – Die width: 94 um

Worst hold path
  – Hold WC Path Type: reg2reg

STA
  – Worst-margin pin slew: 0.206 ns
  – Clock Skew: 0.000739 ns
  – Period utilization: 0.902
  – Max Fclk: 739 MHz
  – Final WS setup: 0.147 ns
  – Final Critical Period: 1.35 ns
  – Relative max-transition margin: 0.863
  – Setup TNS: 0 ns
  – Endpoints failing setup: 0
  – Fin Hold WS: 0.465 ns
  – Final hold vios: 0
  – RSZ-0062 raised after global routing: no
  – Final Max Tran Viols: 0

Placed design
  – Post-DP Area: 880 sq um
  – Dpl ws: 0.130 ns
  – Port Buffers: 12
  – Detail Placement HPWL: 947 um
  – Post-Place Cells: 142
  – Final RePlAce weighted congestion: 0.674

Run status
  – Outcome: finished, final reports clean

Flow run
  – Tool Warnings: 25
  – Max-cap viol count: 0
## Yosys cell counts, drive strengths merged
cell	number
dfxtp	16
nor2	8
nand4bb	8
clkbuf	1
nor2b	1
o21ai	8
nand2b	8
mux2i	8
buf	2
## sequential cells by signal (all words and copies together) (netlist names)
| name | flops |
|---|---|
| par_out | 8 |
| ff | 8 |
## report_power, final
part / total, mW / internal (mW) / switching (mW)
clock network: 0.310 / 0.178 / 0.132
registers: 0.432 / 0.430 / 0.00289
logic: 0.0695 / 0.0418 / 0.0277
total: 0.812 / 0.649 / 0.163
## area by class of cell
type	count	area, sq um
clock buffers	3	41.3
fillers	588	4280
multi-input cells	41	304
flip-flops and latches	16	320
repair buffers	15	168
well taps	70	87.6
## cells by family after synthesis
logic type | after synthesis
multiplexers | 8
flip-flops | 16
buffers and inverters | 3
AND/OR/NAND/NOR | 25
AND-OR/OR-AND | 8
## worst min path at each step
stage,from,end,cells past startpoint
5_1_grt,par_out[3]$_SDFFE_PP0P_,par_out[3]$_SDFFE_PP0P_,2
6_report,par_out[4]$_SDFFE_PP0P_,par_out[4]$_SDFFE_PP0P_,2
4_1_cts,par_out[7]$_SDFFE_PP0P_,par_out[7]$_SDFFE_PP0P_,2
## routing by layer
layer	global-route usage	up-vias
met5	0	-
met1	0.0392	218
met2	0.0444	6
li1	-	243
met3	0.0145	2
met4	0.00759	0
Power figures rest on the tool's default switching activity, not on a simulated workload.
